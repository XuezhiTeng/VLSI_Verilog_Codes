==> flow/design.v <==
module RxLogic (
	PCLK,			 
	CLEAR_B,		 
	VALID,			 
	SSPRXD,			 
	SSPFSSIN,		 
	SSPCLKIN,		 
	RxDATA,			 
	RECV				 
	);
	input PCLK, CLEAR_B, VALID, SSPRXD, SSPFSSIN, SSPCLKIN;
	output [7:0] RxDATA;
	output RECV;
	reg [3:0] state;
	reg RECV, cnt;
	reg [7:0] RxDATA_temp;
	reg [7:0] RxDATA;
	always @ (posedge PCLK) 			 
		begin
		if (!CLEAR_B)
			begin
			RECV <= 0;
			cnt <= 0;
			end
		else if (VALID) 
		begin
		if (state == 0)
			begin
				if (!cnt)
				begin
				cnt <= ~cnt;
				RECV <= 0;
				end
					else
					begin
						cnt <= ~cnt;
						RECV <= 1;
					end
			end
			else
				begin
				RECV <= 0;
				end
		end		
		end
	always @ (posedge SSPCLKIN)  
			begin
			case (state)
			4'b1000:       
			begin
				if (VALID)
				begin
				state <= 1;
				RxDATA_temp [7] <= SSPRXD;
				RxDATA <= RxDATA_temp;
				end
				else
				state <= 0;
			end
			4'b0000:
			begin
				if (VALID)
				begin
				state <= (state + 1);
				RxDATA <= RxDATA_temp;
				RxDATA_temp [7] <= SSPRXD;
				end
			end
			4'b0001:
			begin
				state <= (state + 1);
				RxDATA_temp [6] <= SSPRXD;
			end				
			4'b0010:
			begin
				state <= (state + 1);
				RxDATA_temp [5] <= SSPRXD;
			end							
			4'b0011:
			begin
				state <= (state + 1);
				RxDATA_temp [4] <= SSPRXD;
			end							
			4'b0100:
			begin
				state <= (state + 1);
				RxDATA_temp [3] <= SSPRXD;
			end							
			4'b0101:
			begin
				state <= (state + 1);
				RxDATA_temp [2] <= SSPRXD;
			end							
			4'b0110:
			begin
				state <= (state + 1);
				RxDATA_temp [1] <= SSPRXD;
			end							
			4'b0111:      
			begin
				if (SSPFSSIN)
				begin
				state <= 0;
				RxDATA_temp [0] <= SSPRXD;
				end
				else begin
					state <= (state + 1);
					RxDATA_temp [0] <= SSPRXD;
					end
			end	
			default: begin
					if (SSPFSSIN)
					state <= 4'b1000;
					else state <= 'bx;
					end
		endcase
		end
endmodule
==> flow/run.sh <==
#!/bin/bash
# OpenROAD 26Q1-2900-gdf79404cd8, Yosys 0.63+post, stock flow scripts
make -C /OpenROAD-flow-scripts/flow DESIGN_CONFIG=/design/flow/config.mk WORK_HOME=/design/flow/orfs finish
==> flow/config.mk <==
export PLATFORM = sky130hd
export DESIGN_NAME = RxLogic
export DESIGN_NICKNAME = RxLogic
export VERILOG_FILES = /design/flow/design.v
export SDC_FILE = /design/flow/constraint.sdc
export NUM_CORES = 4
export LEC_CHECK = 1
export CORE_AREA = 10 10 88 88
export DIE_AREA = 0 0 98 98
==> flow/constraint.sdc <==
current_design RxLogic

set clk_period 2.8
set clk_io_pct 0.2

create_clock -name clk0 -period $clk_period [get_ports {PCLK}]
create_clock -name clk1 -period $clk_period [get_ports {SSPCLKIN}]

set non_clock_inputs [all_inputs -no_clocks]
set_input_delay [expr $clk_period * $clk_io_pct] -clock clk0 $non_clock_inputs
set_output_delay [expr $clk_period * $clk_io_pct] -clock clk0 [all_outputs]
==> impl_metrics.env <==
# yosys + openroad results
export IMPL_final_fill_count=608
export IMPL_outcome="completed"
export IMPL_synthTopCellsByCount="20 x edfxtp_1, 6 x and2_1, 4 x ha_1, 4 x inv_1, 3 x nor3b_1"
export IMPL_fp_dieW_um=98
export IMPL_finalClockSkew_ns=0.00520
export IMPL_logic_area_um2=259
export IMPL_die_area_um2=9600
export IMPL_syn_area_um2=925
export IMPL_core_area_um2=5920
export IMPL_ys_types=24
export IMPL_wl_per_cell_um=9.12
export IMPL_post_place_cells=148
export IMPL_layoutNonFillerInstCount=155
export IMPL_finalHoldViolCount=0
export IMPL_fp_util=0.156
export IMPL_rows=28
export IMPL_dp_slack_ns=1.02
export IMPL_layout_setup_ws_ns=1.05
export IMPL_syn_area_per_cell_um2=15.2
export IMPL_chipHeight_um=98
export IMPL_gp_congestion=0.759
export IMPL_critPathLaunchType="flop"
export IMPL_relSlewSlack=0.806
export IMPL_ys_cells=61
export IMPL_cts_tree="built"
export IMPL_first_pass_iters=4
export IMPL_routed_via_count=506
export IMPL_dp_hpwl_mm=1.08
export IMPL_ys_warn_count=1
export IMPL_finalCoreUtilization=0.213
export IMPL_clk_pin_slew_ns=0.07
export IMPL_grtUsageTotal=0.0293
export IMPL_antenna_cells=0
export IMPL_clock_sinks=22
export IMPL_end_kind="flop"
export IMPL_area_delta_synth_final_pct=36.1
export IMPL_tightest_slew_ns=0.292
export IMPL_grt_remaining_overflow=0
export IMPL_drv_slew=0
export IMPL_arrival_ns=1.75
export IMPL_top_cell="edfxtp_1"
export IMPL_topCellsByArea="edfxtp_1 65%, ha_1 5.4%, dfxtp_1 4.3%, and2_1 4.1%, nor3b_1 2.4%"
export IMPL_antenna_found_initial=0
export IMPL_ys_flops=22
export IMPL_setup_viol=0
export IMPL_io_buffers=13
export IMPL_ir_worst_vdd_mv=0.287
export IMPL_grt_pass1_wl_mm=2.31
export IMPL_postRouteAntennaNets=0
export IMPL_pwr_density_cell_nw_per_um2=921
export IMPL_rsz0062_at_grt="false"
export IMPL_synth_cells=61
export IMPL_avgViaCountPerCell=3.26
export IMPL_ctsResizeCount=0
export IMPL_async_reset_ff_frac=0
export IMPL_crit_path_max_fanout=6
export IMPL_tns_ns=0
export IMPL_yosysTopAreaCellShare=0.650
export IMPL_max_cap_violations=0
export IMPL_crit_required_ns=2.80
export IMPL_worstHoldPathType="reg2reg"
export IMPL_drive_above_1_share=0.150
export IMPL_grt_start_max_net_pins=13
export IMPL_first_global_vias=523
export IMPL_yosys_area_um2=925
export IMPL_seq_area_um2=641
export IMPL_edf_count=20
export IMPL_drtIter0Drc=49
export IMPL_p_leak_nw=0.436
export IMPL_wirelength_mm=1.41
export IMPL_drcViolationCount=0
export IMPL_top_area_cell="edfxtp_1"
export IMPL_cts_setup_buffers=0
export IMPL_finalPower_w=0.00116
export IMPL_cts_hold_buf=0
export IMPL_postSynthSeqShare=0.693
export IMPL_critPathKind="reg2reg"
export IMPL_yosys_most_used_dff="edfxtp_1"
export IMPL_warnings=29
export IMPL_ioPinCount=15
report_power, final:
group / total (W) / internal (W) / switching (W)
Clock: 0.000388 / 0.000281 / 0.000107
Combinational: 0.000261 / 0.000139 / 0.000122
Sequential: 0.000511 / 0.000455 / 0.0000554
critical path: stages (launching register included):
cell and delay [ns]:
edfxtp_1 0.43, inv_1 0.09, ha_1 0.26, or3_4 0.43, a21oi_1 0.20, nor3b_1 0.07
cells in the final DEF (no fill, tap or decap):
cell type and count:
o2111ai_2 1, nor2_1 1, clkdlybuf4s50_1 13, nor3b_1 3, o21ai_0 1, ha_1 4
and3b_1 1, nor2b_1 1, nand3b_1 2, and2_1 6, nand2_1 1, o211ai_1 1
inv_1 4, a21boi_0 1, clkbuf_8 6, buf_4 1, or3_4 1, edfxtp_1 20
xor2_1 1, nand2b_1 2, o2bb2ai_1 1, and4bb_2 1, dfxtp_1 2, nand4_1 1
a21oi_1 2, or2_2 1, bufinv_16 1
stage by stage:
step	cell area (um^2)	hold slack, ns
floorplan	925	0.400
finish	1260	0.420
global placement	1150	0.403
global route	1260	0.427
detailed placement	1150	0.405
CTS	1260	0.423
kinds of logic after synthesis:
kind of cell | synth area share
flip-flops | 0.693
AND/OR/NAND/NOR | 0.158
AND-OR/OR-AND | 0.0582
buffers and inverters | 0.0271
adder cells (fa/ha/maj) | 0.0541
XOR/XNOR | 0.00947
final cells by class:
type / count / share of cell area
Clock buffer: 6 / 0.0656
Clock inverter: 1 / 0.0239
Inverter: 4 / 0.0119
Multi-Input combinational cell: 33 / 0.206
Sequential cell: 22 / 0.509
Tap cell: 75 / 0.0746
Timing Repair Buffer: 14 / 0.109
flip-flops by register name, indices dropped and copies added, names as in the netlist:
| name | flops |
|---|---|
| RxDATA | 8 |
| state | 4 |
| RECV | 1 |
| RxDATA_temp | 8 |
| cnt | 1 |
metal layers:
layer	share of wire	wire length [um]	global-route usage
met1	0.42	590	0.0307
met2	0.41	583	0.0411
met3	0.16	220	0.0277
met4	0.014	20	0.00895
met5	0	0	0
final timing paths:
check	start	endpoint	slack, ns	cells after the start
worst min-delay path	RxDATA_temp[4]	RxDATA[4]	0.42	0
max in group clk0	RxDATA[4]	RxDATA[4]	1.20	1
min in group clk0	RECV	RECV	0.49	2
worst min register to register	RxDATA_temp[4]	RxDATA[4]	0.42	0
worst max-delay path	state[0]	state[1]	1.05	5
worst max register to register	state[0]	state[1]	1.05	5
