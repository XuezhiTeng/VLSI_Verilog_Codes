==> flow/design.v <==
module TxFIFO (
	PSEL,            
	PWRITE,			 
	PWDATA,			 
	CLEAR_B,		 
	PCLK,			 
	SENT,			 
	TxDATA,			 
	SSPTXINTR,		 
	VALID            
	);
	input PSEL, PWRITE, CLEAR_B, PCLK, SENT;
	input [7:0] PWDATA;
	output [7:0] TxDATA;
	output SSPTXINTR, VALID;	
	reg [1:0] wp;		 
	reg [1:0] rp;		 
	reg [7:0] mcell0, mcell1, mcell2, mcell3;  
	reg flag0, flag1, flag2, flag3;		 
	reg [7:0] TxDATA;
	wire full, empty;	 
	wire wre, rde;       
	assign full = (flag3 && flag2 && flag1 && flag0);
	assign empty = (!flag3 && !flag2 && !flag1 && !flag0);
	assign SSPTXINTR = full;
	assign wre = (PSEL && PWRITE && !full);
	assign rde = (SENT && VALID);
	assign VALID = !empty;
	always @ (posedge PCLK)			 
	begin	
		if (CLEAR_B == 0)			  	 
		begin
			wp <= 2'b00;
			mcell0 <= 'bx;
			mcell1 <= 'bx;
			mcell2 <= 'bx;
			mcell3 <= 'bx;			
		end
		else if (wre)           	 
			begin
				case (wp)
				2'b00: 
					begin
					mcell0 <= PWDATA;
					wp <= (wp + 1);
					end
				2'b01: 
					begin
					mcell1 <= PWDATA;
					wp <= (wp + 1);
					end
				2'b10: 
					begin
					mcell2 <= PWDATA;
					wp <= (wp + 1);
					end
				2'b11: 
					begin
					mcell3 <= PWDATA;
					wp <= 0;
					end
				endcase
			end				
	end				
	always @ (posedge PCLK)        
	begin
	if (CLEAR_B == 0)
		begin
			rp <= 2'b00;
			TxDATA <= 'bx;
		end
		else if (rde)
		begin
			case (rp)
				2'b00: 
					begin
					TxDATA <= mcell0;
					rp <= (rp + 1);
					end
				2'b01: 
					begin
					TxDATA <= mcell1;
					rp <= (rp + 1);
					end
				2'b10: 
					begin
					TxDATA <= mcell2;
					rp <= (rp + 1);
					end
				2'b11: 
					begin
					TxDATA <= mcell3;
					rp <= 0;
					end
			endcase
		end
	end	
	always @ (posedge PCLK)
	begin
	if (CLEAR_B == 0)
	begin
	flag0 <= 0;
	flag1 <= 0;
	flag2 <= 0;
	flag3 <= 0;
	end
	else 
		begin
		if (wre)
		begin
		case (wp)
			2'b00: flag0 <= 1;
			2'b01: flag1 <= 1;
			2'b10: flag2 <= 1;
			2'b11: flag3 <= 1;
		endcase
		end
		if (rde)
			begin
			case (rp)
				2'b00: flag0 <= 0;
				2'b01: flag1 <= 0;
				2'b10: flag2 <= 0;
				2'b11: flag3 <= 0;
			endcase
			end
		end
	end	
endmodule
==> flow/run.sh <==
#!/bin/bash
# OpenROAD 26Q1-2900-gdf79404cd8, Yosys 0.63+post, stock flow scripts
make -C /OpenROAD-flow-scripts/flow DESIGN_CONFIG=/design/flow/config.mk WORK_HOME=/design/flow/orfs finish
==> flow/config.mk <==
export PLATFORM = sky130hd
export DESIGN_NAME = TxFIFO
export DESIGN_NICKNAME = TxFIFO
export VERILOG_FILES = /design/flow/design.v
export SDC_FILE = /design/flow/constraint.sdc
export NUM_CORES = 4
export LEC_CHECK = 1
export CORE_UTILIZATION = 40
==> flow/constraint.sdc <==
current_design TxFIFO

set clk_period 3.6
set clk_io_pct 0.2

create_clock -name clk0 -period $clk_period [get_ports {PCLK}]

set non_clock_inputs [all_inputs -no_clocks]
set_input_delay [expr $clk_period * $clk_io_pct] -clock clk0 $non_clock_inputs
set_output_delay [expr $clk_period * $clk_io_pct] -clock clk0 [all_outputs]
==> impl_metrics.ini <==
; synthesis and place-and-route metrics
[status]
status = finished, final reports clean

[cells_and_area]
final_layout_size_suffix_gt1_share_pct = 7.95
area_delta_synth_final_pct = 20.6
final_cell_area_sq_um = 2300
nFillCells = 356
lay_top_count = edfxtp_1
final_util_pct = 51.3
final_cell_mix = edfxtp_1, clkdlybuf4s50_1, inv_1, mux2i_1

[global_routing]
antenna_found_initial = 0
grt.overflow.total = 0
busiest_layer = met2
grt_use_met3_pct = 6.21
grt_pass1_vias = 1101
use_met1_pct = 22.5
grt_max_degree = 15
track_usage_pct = 15.0
grt_pass1_wl_mm = 5.42
met2_usage_pct = 23.2

[worst_setup_path]
crit_path_top_delay_cell = or4_1
r2r_cells = 4
cp.required_ps = 2880
slowest_delay_ps = 510
cp-end-kind = output pin
critPathKind = flip-flop to output pin
critPathBufInv = 1
path_cells = or4_1, clkdlybuf4s50_1
start_kind = flip-flop
crit_cells = 2
path_max_fanout = 4
crit_arrival_ps = 1550
critical-path-top-delay-family = simple AND/OR/NAND/NOR gates

[yosys]
async_reset_ff_share_pct = 0
netlist_area_sq_um = 1900
syn_area_per_cell_sq_um = 15.5
flop_cell = edfxtp_1
syn-instance-count = 123
ys_cells = 123
edf_count = 40
top_area_share_pct = 63.1
ys_seq_elements = 48
yosysSeqAreaShare_pct = 71.5
area_leaders = edfxtp_1, dfxtp_1, ha_1
ys_area_sq_um = 1900
synth_area_leader_cell = edfxtp_1
synth_warnings = 1
synth_cell_types = 22

[power]
max-vdd-ir-drop_mv = 0.247
internal_power_uw = 901
p_seq_share_pct = 58.2
cellPowerDensity_nw_per_um2 = 490
combPwrFrac_pct = 8.7
p_switching_uw = 225
pwr-share-clk_pct = 33.1
p_leak_nw = 0.879
p_sw_share_pct = 20.0

[min_path]
worstHoldPathType = flip-flop to flip-flop
whs_path_depth = 2

[timing]
fin_crit_ps = 2270
setup_tns_ps = 0
final.setup_skew_ps = 4.07
max_slew_margin_pct = 57.9
hold_viol = 0
max_clock_freq_mhz = 441
setup_viol = 0
setup_ws_ps = 1330
tightest_slew_ps = 631
holdWs_ps = 501
slew_viol_final = 0
rsz0062_at_grt = no
fin_crit_sh_pct = 63.0

[die]
num_rows = 24
chipWidth_um = 71.0
dieHeight_um = 71.0
dieArea_sq_um = 5040
initCoreUtil_pct = 42.5
design.core.area_sq_um = 4470
boundaryPins = 23

[cts]
post_cts_resized = 0
cts_tree = built
postCtsSetupRepairBufs = 0
cts_buffer_depth = 2
clock_latency_ps = 290
holdBufCountCts = 0
clkSlewWorstSetupHoldPaths_ps = 80
cts_buffers = 5
cts-htree-levels = 2
cts.sinks = 48
root_buffer = clkbuf_8

[route]
vias = 1090
ant_nets = 0
n_antenna_cell = 0
first_pass_iters = 17
drt-initial-drc-count = 94
drt_drc_violations_left = 0
wl_per_cell_um = 15.8
via_per_inst = 5.37
wirelength_mm = 3.20

[placement]
placed_area_sq_um = 2190
gp_congestion = 0.768
port_buffers = 22
place_hpwl_mm = 2.13
preCtsSetupSlack_ps = 1280

[flow_run]
drv_cap = 0
warnings = 31
==> cell usage after synthesis (2+ instances only) <==
library cell / count
ha_1: 8
clkbuf_1: 4
inv_1: 17
a31oi_1: 3
a222oi_1: 8
nand2_1: 3
edfxtp_1: 40
mux2i_1: 10
o21ai_0: 4
nand3_1: 4
dfxtp_1: 8
a211oi_1: 3
o31ai_1: 2
==> routing by layer <==
metal	routed length (um)	vias to the layer above
li1	-	524
met1	1410	528
met2	1540	31
met3	204	7
met4	47	0
met5	0	-
==> cell type report <==
| type | instances | area [sq um] | area share (%) |
|---|---|---|---|
| Sequential cell | 48 | 1360 | 59.3 |
| Multi-Input combinational cell | 52 | 448 | 19.5 |
| Timing Repair Buffer | 26 | 250 | 10.9 |
| Clock buffer | 6 | 72.6 | 3.16 |
| Tap cell | 52 | 65.1 | 2.83 |
| Inverter | 17 | 63.8 | 2.78 |
| Clock inverter | 2 | 35.0 | 1.53 |
==> cells by family after synthesis <==
family | after synthesis | share of synthesized area, %
buffers and inverters | 23 | 4.93
multiplexers | 10 | 5.26
AND/OR/NAND/NOR | 12 | 3.42
AND-OR/OR-AND | 22 | 9.60
flip-flops | 48 | 71.5
adder cells (fa/ha/maj) | 8 | 5.26
==> through the flow <==
step | cells | total power [mW]
detailed placement | 195 | 0.768
global route | 203 | 1.18
finish | 203 | 1.13
floorplan | 123 | 0.710
global placement | 195 | 0.766
CTS | 203 | 1.14
==> worst register-to-register path: stages (launching register included) <==
cell and delay, ps:
dfxtp_1 390, inv_1 100, ha_1 340, a222oi_1 370
mux2i_1 150
==> state kept, by name, summed over array words and instances (netlist names) <==
name,cells
TxDATA,8
flag0,1
flag1,1
flag2,1
flag3,1
mcell0,8
mcell1,8
mcell2,8
mcell3,8
rp,2
wp,2
==> power groups by stage <==
stage	clock network [mW]	registers [mW]	logic (mW)
after CTS	0.382	0.656	0.0991
after global routing	0.407	0.659	0.110
final	0.372	0.655	0.0981
==> path summary, 6_finish.rpt <==
check | startpoint | end | slack, ps
max | flag2 | VALID | 1330
min | flag0 | flag0 | 500
max reg2reg | rp[0] | TxDATA[0] | 1970
min reg2reg | flag0 | flag0 | 500
No activity file was given, so power comes from the tool's default toggle rates.
