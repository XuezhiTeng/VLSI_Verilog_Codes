<file path="flow/run.sh">
#!/bin/bash
# OpenROAD 26Q1-2900-gdf79404cd8, Yosys 0.63+post, stock flow scripts
make -C /OpenROAD-flow-scripts/flow DESIGN_CONFIG=/design/flow/config.mk WORK_HOME=/design/flow/orfs finish
</file>
<file path="flow/config.mk">
export PLATFORM = sky130hd
export DESIGN_NAME = TxLogic
export DESIGN_NICKNAME = TxLogic
export VERILOG_FILES = /design/flow/design.v
export SDC_FILE = /design/flow/constraint.sdc
export NUM_CORES = 4
export LEC_CHECK = 1
export CORE_AREA = 10 10 80 80
export DIE_AREA = 0 0 90 90
</file>
<file path="flow/constraint.sdc">
current_design TxLogic

set clk_period 1.0
set clk_io_pct 0.2

create_clock -name clk0 -period $clk_period [get_ports {PCLK}]

set non_clock_inputs [all_inputs -no_clocks]
set_input_delay [expr $clk_period * $clk_io_pct] -clock clk0 $non_clock_inputs
set_output_delay [expr $clk_period * $clk_io_pct] -clock clk0 [all_outputs]
</file>
<file path="flow/design.v">
module TxLogic (
	PCLK,			 
	CLEAR_B,		 
	VALID,			 
	TxDATA,			 
	SSPOE_B,		 
	SSPTXD,			 
	SSPFSSOUT,		 
	SSPCLKOUT,		 
	SENT            
	);
	input PCLK, CLEAR_B, VALID;
	input [7:0] TxDATA;
	output SSPOE_B, SSPTXD, SSPFSSOUT, SSPCLKOUT, SENT;
	reg [3:0] state;		 
	reg  SSPOE_B, SSPTXD, SSPFSSOUT,  SSPCLKOUT, SENT, cnt, state_e, counter;
	reg [7:0] TxDATA_temp;
	always @ (posedge SSPCLKOUT)
		begin
		TxDATA_temp <= TxDATA;
		end
	always @ (posedge PCLK)			 
		begin
			if (!CLEAR_B)  SSPCLKOUT <= 0;
			else SSPCLKOUT <= ~SSPCLKOUT;
		end
	always @ (posedge PCLK)			 
		begin
			if (!CLEAR_B)
				begin
				SENT <= 0;
				cnt <= 0;
				end
			else if (state == 7 || state == 8)
				begin
				if(!cnt) 
					begin
					cnt <= ~cnt;
					SENT <= 1;
					end
					else 
						begin
						cnt <= ~cnt;
						SENT <= 0;
						end
				end
				else begin
					cnt <= 0;
					SENT <= 0;
					end
		end
	always @ (posedge PCLK)
		begin
			if (!CLEAR_B)
			begin
			state_e <= 1;
			counter <= 0;
			end
			else if (counter)
				begin
				state_e <= 0;
				counter <= 0;
				end
				else
					counter <= ~counter;
		end
	always @ (posedge SSPCLKOUT)		 
		begin
		if (state_e)
		state <= 4'b1000;
		else
		begin
		case(state)
			4'b0000: 					 
			begin 
				SSPFSSOUT <= 0; 
				state <= (state + 1); 
				SSPTXD <= TxDATA[7]; 
			end
			4'b0001: 					 
			begin
				state <= (state +1);
				SSPTXD <= TxDATA[6];
			end
			4'b0010: 					 
			begin
				state <= (state +1);
				SSPTXD <= TxDATA[5];
			end
			4'b0011: 					 
			begin
				state <= (state +1);
				SSPTXD <= TxDATA[4];
			end			
			4'b0100: 					 
			begin
				state <= (state +1);
				SSPTXD <= TxDATA[3];
			end
			4'b0101: 					 
			begin
				state <= (state +1);
				SSPTXD <= TxDATA[2];
			end
			4'b0110:					 
			begin
				state <= (state +1);
				SSPTXD <= TxDATA[1];
			end
			4'b0111: 					 
			begin
				if (VALID)
				begin
				state <= 4'b0000;
				SSPTXD <= TxDATA_temp[0];
				SSPFSSOUT <= 1;
				end
				else
				begin
				state <= (state + 1);
				SSPTXD <= TxDATA_temp[0];
				end
			end
			4'b1000:					 
			begin
				if (VALID)
				begin
				state <= 4'b0000;
				SSPFSSOUT <= 1;
				end
				else
				begin
				state <= 4'b1000;
				end
			end
		endcase
		end
		end
	always @ (posedge PCLK)
	begin
		if (state <= 7 && state >= 0)
		SSPOE_B <= 0;
		else if (state == 8)
			begin
			if (VALID)
			SSPOE_B <= 1;
			end
			else
			 SSPOE_B <= 1;
	end
endmodule
</file>
==> summary.txt <==
impl run done, here's what came out: status finished, final reports clean, fmax between 1000 and 1500 MHz, final setup margin 0.03755 ns, Leak about 0.32 nW, initial antenna violation count 0, CP arrival approximately 0.76 ns, CP Buf/Inv Count 1, Post-CTS Setup Bufs 0, DRT iter0 DRCs 15, GRT overflow 0, flip-flop and latch area 264.0 um2, setup TNS 0 ns, CP max stage cell dfxtp_2, Synth Cell Area 590.6 um2, Final Hold Fails 0, count of unclocked register or latch pins 7, area share, top type between 30% and 40%, largest net degree at the start of global routing 14, Core Area roughly 4700 um2, MaxCap Viol Count 0, Chip Area, Yosys about 600 um2, Die Y approximately 90 um, clk_skew between 0.003 and 0.004 ns, Combinational Area a little over 300 um2, Post-synth regs 12, WL/cell between 9 and 10 um, Place WS approximately 0.017 ns, share of cells above drive strength 1 between 10 and 15%, Routability Congestion approximately 0.76, Slew HR 60.43%, Post-synth area hogs dfxtp_1, edfxtp_1, ha_1, Worst Hold Class reg -> reg, Synth cell types 26, # Cells Yosys approximately 59, tool warnings 28, Slew @ Worst Pin just under 0.6 ns, antenna-violating nets left 0, Peak VDD IR about 0.29 mV, Synth warnings 1, root buffer cell clkbuf_8, global-route wire length before repair ~2.4 mm, Critical Path, Cell by Cell dlygate4sd2_1, Period Utilization, post-route a little over nine tenths, Area Growth Syn to Fin 49.79%, GRT Util Overall about 3.3%, Worst EP required 0.80 ns, fin crit period between 0.9 and 1 ns, PD cells around 840 nW/um2, crit path capture type output pin, Worst path top cell family by delay flip-flops, Critical Path Source Type flop, Final setup viols 0, vias in the first global route about 540, DRC 0, Synth area leader dfxtp_1, crit path max fanout 2, FFs w/ async S/R, synth 0%, fill count 507, Slew Viols, Final 0, cell count after synthesis a little under 60, ys flop type dfxtp_1, Post-DP HPWL about 1.1 mm, die width about 90 um, Row Count 25, Setup CP Type reg -> out, Post-DP Area 839.6 um2, count leader, synth dfxtp_1, endpoints left unconstrained 11, clk buf depth 2, Worst path max stage delay 0.31 ns, I/O Pins 16, syn avg cell area ~10 um2, RSZ-0062 raised after global routing no, post-DR vias/cell approximately 3.7, clk slew on worst S/H paths roughly 0.04 ns, cell area after layout between 800 and 900 um2, First-pass DRT Iterations 4, # port buffers 15, flip-flops with a built-in enable 2, CTS tree yes, Synth Seq Share around 44%, cts bufs inserted 3, Post-synth top cells dfxtp_1, inv_1, nor2b_1, via count roughly 530, H-tree levels 1, Die Area 8100 um2, initial core utilization around 13%, antenna cell count 0, Routed WL ~1.4 mm, Clk Latency, worst-skew pair 0.22 ns
==> cell type report <==
class	instances	area share, %
timing repair buffer	18	19.09
clock buffer	4	5.092
sequential	12	29.84
tap	67	9.477
inverter	5	2.122
multi-input combinational	40	34.37
==> metrics by stage <==
step                total power [mW]  instances  util, %  hold slack [ns]
floorplan                     0.2878         59        -           0.2762
global placement              0.3704        142    17.77           0.3978
detailed placement            0.3720        142    17.77           0.4085
CTS                           0.7578        146    18.70           0.4194
global route                  0.7942        146    18.73           0.4370
finish                        0.7432        146    18.73           0.4192
==> flip-flops by register name, summed over array words and instances (netlist names) <==
name,flops
SSPCLKOUT,1
SSPTXD,1
SSPOE_B,1
state,4
SSPFSSOUT,1
cnt,1
state_e,1
TxDATA_temp,1
counter,1
==> final timing paths <==
check / end / startpoint / depth (start not counted) / slack [ns]
max: SSPOE_B / SSPOE_B / 1 / 0.04
min reg2reg: counter / counter / 1 / 0.42
min: counter / counter / 1 / 0.42
max reg2reg: SSPCLKOUT / SSPCLKOUT / 2 / 0.36
==> routing by layer <==
metal / GRT usage [%] / share of wire [%] / vias to the layer above
met5: 0 / 0 / -
met4: 0.7958 / 1.5 / 0
met3: 0.5868 / 2.9 / 2
met2: 6.114 / 53 / 13
met1: 3.764 / 43 / 258
li1: - / - / 260
==> cells by family after synthesis <==
kind of cell             count (synthesis)  share of synthesized area (%)
AND-OR/OR-AND                           18                          20.97
XOR/XNOR                                 1                          1.483
adder cells (fa/ha/maj)                  4                          8.475
buffers and inverters                    7                          4.450
flip-flops                              12                          44.07
AND/OR/NAND/NOR                         17                          20.55
==> cells in the final DEF (no fill, tap or decap) <==
| master | n |
|---|---|
| clkbuf_1 | 1 |
| inv_1 | 5 |
| buf_4 | 3 |
| or4b_1 | 1 |
| ha_1 | 4 |
| a21oi_1 | 4 |
| and3b_1 | 1 |
| a22oi_1 | 2 |
| and3_1 | 1 |
| xnor2_1 | 1 |
| a222oi_1 | 1 |
| clkbuf_8 | 3 |
| dfxtp_2 | 3 |
| nand2_1 | 1 |
| nor3_1 | 1 |
| nand3_1 | 1 |
| nor4_4 | 1 |
| nand4b_1 | 1 |
| a2111oi_0 | 2 |
| o211ai_1 | 2 |
| nor2_1 | 2 |
| dfxtp_1 | 7 |
| edfxtp_1 | 2 |
| nor2b_1 | 5 |
| a211o_1 | 2 |
| o41ai_1 | 1 |
| nand2b_1 | 1 |
| clkdlybuf4s50_1 | 12 |
| o21ai_0 | 4 |
| dlygate4sd2_1 | 3 |
| nand3b_1 | 1 |
==> repair_timing <==
item,in CTS,in global routing
setup endpoints to repair,3,1
resized,5,1
pin swaps,0,0
gates cloned,0,0
hold buffers,0,0
endpoints found under the hold margin,0,0
==> where the power goes <==
part	switching, mW	internal, mW	total [mW]
registers	0.0106	0.242	0.253
logic	0.0418	0.0718	0.114
clock network	0.103	0.274	0.377
No activity file was given, so power comes from the tool's default toggle rates.
